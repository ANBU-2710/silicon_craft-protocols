==> flow/run.sh <==
#!/bin/bash
# OpenROAD 26Q1-2900-gdf79404cd8, Yosys 0.63+post, stock flow scripts
make -C /OpenROAD-flow-scripts/flow DESIGN_CONFIG=/design/flow/config.mk WORK_HOME=/design/flow/orfs finish
==> flow/design.v <==
module apb_slave2(
  input PCLK,PRESETn,PENABLE,PSEL,PWRITE,
  input [8:0]PADDR,
  input [7:0] PWDATA,
  output [7:0]PRDATA2,
  output reg PREADY2
);
  reg[7:0] reg_addr;
  reg[7:0]mem[0:255];
  assign PRDATA2 = mem[PADDR[7:0]];
  always @(posedge PCLK)begin
    if(!PRESETn)
      PREADY2 <= 0;
    else if(PSEL && PENABLE && !PWRITE)begin
      PREADY2 <= 1;
      reg_addr <= PADDR[7:0];
      end
    else if(PSEL && PENABLE && PWRITE)begin
      PREADY2 <= 1;
      mem[PADDR[7:0]] <= PWDATA;
    end
    else
      PREADY2 <= 0;
  end
endmodule
==> flow/config.mk <==
export PLATFORM = sky130hd
export DESIGN_NAME = apb_slave2
export DESIGN_NICKNAME = apb_slave2
export VERILOG_FILES = /design/flow/design.v
export SDC_FILE = /design/flow/constraint.sdc
export NUM_CORES = 4
export LEC_CHECK = 1
export CORE_UTILIZATION = 40
==> flow/constraint.sdc <==
current_design apb_slave2

set clk_period 11.0
set clk_io_pct 0.2

create_clock -name clk0 -period $clk_period [get_ports {PCLK}]

set non_clock_inputs [all_inputs -no_clocks]
set_input_delay [expr $clk_period * $clk_io_pct] -clock clk0 $non_clock_inputs
set_output_delay [expr $clk_period * $clk_io_pct] -clock clk0 [all_outputs]
==> impl_metrics.env <==
# implementation run metrics
export IMPL_status="completed"
export IMPL_floorplanUtilization_pct=40.4
export IMPL_clk_pin_slew_ns=0.06
export IMPL_required_ns=8.80
export IMPL_synth_cells=3519
export IMPL_hold_viol_final=0
export IMPL_cp_end_kind="output pin"
export IMPL_grt_pass1_wl_mm=268
export IMPL_whs_path_depth=1
export IMPL_wl_per_cell_um=29.0
export IMPL_pwr_density_cell_nw_per_um2=182
export IMPL_worst_slew_pin_slew_ns=0.910
export IMPL_clock_sinks=2049
export IMPL_port_buffers=29
export IMPL_ant_nets=0
export IMPL_power_total_mw=16.0
export IMPL_drc=0
export IMPL_leakage_nw=26.4
export IMPL_core_area_um2=193000
export IMPL_syn2layout_area_growth_pct=12.7
export IMPL_viasPerCell=5.70
export IMPL_whs_endpoint="mem[77][4]"
export IMPL_cts_buffer_depth=3
export IMPL_dp_cells=5949
export IMPL_post_cts_buffers=0
export IMPL_yosysChipArea_um2=78200
export IMPL_place_hpwl_mm=105
export IMPL_drive_gt1_share_pct=24.4
export IMPL_edf_count=2048
export IMPL_die_width_um=444
export IMPL_syn_area_um2=78200
export IMPL_vias=36075
export IMPL_fin_crit_ns=8.67
export IMPL_grt_overflow_total=0
export IMPL_grt_max_degree=130
export IMPL_gp_congestion=0.860
export IMPL_ff_type="edfxtp_1"
export IMPL_log_warning_count=33
export IMPL_hold_buffers=0
export IMPL_netlist_cell_type_count=23
export IMPL_finalInstanceArea_um2=88100
export IMPL_lay_top_cells="edfxtp_1, mux4_2, nor2_1"
export IMPL_place_area_um2=81600
export IMPL_final_max_slew_viol_count=0
export IMPL_cp_start_kind="primary input"
export IMPL_cts_tree="yes"
export IMPL_max_clock_freq_ghz=0.115
export IMPL_setup_violations=0
export IMPL_ys_async_sr_fraction_pct=0
export IMPL_firstDrtPassIters=7
export IMPL_yosysSeqAreaShare_pct=78.7
export IMPL_cp_max_fo=61
export IMPL_final_common_cell="edfxtp_1"
export IMPL_numSynthFlops=2049
export IMPL_cts_max_level=4
export IMPL_ys_warn_count=1
export IMPL_relSlewSlack_pct=38.5
export IMPL_final_core_util_pct=45.6
export IMPL_grt_pass1_vias=39802
export IMPL_stdcell_count=6329
export IMPL_rows=161
export IMPL_maxCapViolCount=0
export IMPL_arrival_ns=6.47
export IMPL_grt_use_total_pct=20.9
export IMPL_clockRootBuffer="clkbuf_16"
export IMPL_routed_wirelength_mm=184
export IMPL_ios=31
export IMPL_ys_cells=3519
export IMPL_antenna_found_initial=3
export IMPL_syn_avg_cell_area_um2=22.2
export IMPL_die_area_um2=197000
export IMPL_path_class="in2out"
export IMPL_first_iter_violations=2424
export IMPL_hold_start="PWDATA[4]"
export IMPL_cts_resized_gates=0
export IMPL_hold_path_class="in2reg"
export IMPL_numCtsBuffers=202
export IMPL_period_used_pct=78.8
export IMPL_rsz0062_at_grt="false"
export IMPL_irDropWorstVdd_mv=0.168
export IMPL_die_h_um=444
export IMPL_fin_setup_tns_ns=0
critical path, stage by stage:
cell	delay [ns]
buf_8	0.45
buf_12	0.47
buf_4	0.57
mux4_2	0.61
a22oi_1	0.32
a21oi_1	0.20
o41ai_1	0.58
buf_4	0.25
nand4_1	0.20
clkdlybuf4s50_1	0.49
metrics by stage:
stage	hold WS [ns]	setup slack [ns]
2_1_floorplan	2.30	4.84
3_3_place_gp	2.66	2.11
5_1_grt	1.81	1.89
6_report	1.82	2.33
3_5_place_dp	2.67	2.12
4_1_cts	1.78	2.11
flip-flops by register name (all words and copies together), names as in the netlist:
register  flops
mem        2048
PREADY2       1
synthesized netlist by cell type, types with 9 or more instances:
cell	instances	area (um2)
mux4_2	512	11500
nor2_1	259	972
o41ai_1	32	280
buf_4	11	82.6
clkbuf_1	147	552
buf_1	17	63.8
buf_6	9	101
edfxtp_1	2048	61500
a22oi_1	256	1920
a21oi_1	128	641
nand2_1	30	113
buf_2	41	205
layout make-up:
class	instances	area [um2]
diodes	3	7.51
clock buffers	253	5290
well taps	2526	3160
fillers	15762	105000
multi-input cells	1245	15700
clock inverters	124	1190
flip-flops and latches	2049	61500
repair buffers	129	1220
power by group:
| part | total [mW] | internal (mW) | switching, mW |
|---|---|---|---|
| combinational | 0.680 | 0.242 | 0.438 |
| clock | 6.73 | 3.86 | 2.87 |
| sequential | 8.59 | 8.59 | 0.000575 |
| total | 16.0 | 12.7 | 3.31 |
layer usage:
| layer | vias up | wire [um] | track usage [%] |
|---|---|---|---|
| met4 | 2 | 5320 | 4.75 |
| li1 | 15230 | - | - |
| met2 | 1901 | 89600 | 30.9 |
| met5 | - | 40 | 0.342 |
| met1 | 18662 | 61800 | 26.9 |
| met3 | 280 | 27000 | 14.0 |
worst max path at each step:
stage	depth (start not counted)	end	slack [ns]	startpoint
CTS	10	PRDATA2[0]	2.11	PADDR[0]
global route	10	PRDATA2[0]	1.89	PADDR[0]
finish	10	PRDATA2[0]	2.33	PADDR[0]
cells by family (layout without fill, tap and decap cells):
| group | after synthesis | in the layout | share of synthesized area (%) |
|---|---|---|---|
| flip-flops | 2049 | 2049 | 78.7 |
| other | 0 | 3 | 0 |
| AND/OR/NAND/NOR | 317 | 317 | 1.61 |
| multiplexers | 512 | 512 | 14.8 |
| AND-OR/OR-AND | 416 | 416 | 3.64 |
| buffers and inverters | 225 | 506 | 1.29 |
Power and IR drop assume default switching activity.
