## ./run.sh

```bash
#!/bin/bash
# OpenROAD 26Q1-2900-gdf79404cd8, Yosys 0.63+post, stock flow scripts
make -C /OpenROAD-flow-scripts/flow DESIGN_CONFIG=/design/flow/config.mk WORK_HOME=/design/flow/orfs finish
```

## ./config.mk

```make
export PLATFORM = sky130hd
export DESIGN_NAME = uart_top
export DESIGN_NICKNAME = uart_top
export VERILOG_FILES = /design/flow/design.v
export SDC_FILE = /design/flow/constraint.sdc
export NUM_CORES = 4
export LEC_CHECK = 1
export CORE_UTILIZATION = 30
```

## ./constraint.sdc

```tcl
current_design uart_top

set clk_period 2.5
set clk_io_pct 0.2

create_clock -name clk0 -period $clk_period [get_ports {clk}]

set non_clock_inputs [all_inputs -no_clocks]
set_input_delay [expr $clk_period * $clk_io_pct] -clock clk0 $non_clock_inputs
set_output_delay [expr $clk_period * $clk_io_pct] -clock clk0 [all_outputs]
```

## ./design.v

```verilog
module baud_gen #(parameter clk_freq = 50000000,baud_rate = 9600)(input clk,rst_n,output reg baud_tick);
localparam clk_div = clk_freq / baud_rate; 
reg[$clog2(clk_div) : 0]count;
always@(posedge clk or negedge rst_n)begin
	if(!rst_n)begin 
		count <= 0;
		baud_tick <= 0;
	end
	else if(count == clk_div-1)begin  
		count <= 0;
		baud_tick <= 1;
	end
	else begin 
		count <= count + 1;
		baud_tick <= 0;
	end
end
endmodule
module frame_gen(input [7:0]data_in,output[9:0] frame_out);
assign frame_out ={1'b1,data_in,1'b0};
endmodule
module piso_reg #(parameter width = 10)(input clk,rst_n,shift,load,
	input [width-1:0] p_data,
	output reg serial_data);
reg[width-1:0]shift_reg;
always@(posedge clk or negedge rst_n)begin
	if(!rst_n)begin
		shift_reg <= {width{1'b1}};
		serial_data <= 1'b1;
	end
	else if(load)
		shift_reg <= p_data;
	else if(shift)begin
		serial_data <= shift_reg[0];
		shift_reg <= shift_reg >> 1;
	end
end
endmodule
module uart_tx #(parameter width = 10)(input clk,rst_n,baud_tick,tx_start,
	input [7:0]tx_data,
	output tx_data_out,
	output reg tx_busy);
reg load_piso,shift_piso;
reg[$clog2(width):0] bit_count;
wire [width-1:0] uart_frame;
frame_gen fg_tx(.data_in(tx_data),
	.frame_out(uart_frame));
piso_reg #(.width(10)) piso_tx(.clk(clk),
	.rst_n(rst_n),
	.shift(shift_piso),
	.load(load_piso),
	.p_data(uart_frame),
	.serial_data(tx_data_out));
always@(posedge clk or negedge rst_n)begin
	if(!rst_n)begin
		tx_busy <= 0;
		bit_count <= 0;
		load_piso <= 0;
		shift_piso <= 0;
	end
	else begin
		load_piso <= 0;
		shift_piso <= 0;
		if(tx_start && !tx_busy)begin
			tx_busy <= 1;
			bit_count <= 0;
			load_piso <= 1;
		end
		else if(tx_busy && baud_tick)begin
			shift_piso <= 1;
			bit_count <= bit_count+1;
			if(bit_count == width-1)begin
				tx_busy <= 0;
			end
		end
	end
end			
endmodule
module uart_rx (input clk,rst_n,baud_tick,rx_data_in,output reg [7:0] rx_data,
	output reg rx_done);
reg[7:0] data_reg;
reg[3:0] bit_count;
reg rx_busy;
always@(posedge clk or negedge rst_n)begin
	if(!rst_n)begin
		bit_count <= 0;
		rx_busy <= 0;
		rx_done <= 0;
	end
	else begin
		rx_done <= 0;
		if(!rx_busy && !rx_data_in)begin
			rx_busy <= 1;
			bit_count <= 0;
		end
		else if(rx_busy && baud_tick)begin
			bit_count <= bit_count + 1;
			if(bit_count >= 1 && bit_count <= 8)
				data_reg <= {rx_data_in,data_reg[7:1]};
			if (bit_count == 9)begin
				rx_data <= data_reg;
				rx_done <= 1;
				rx_busy <= 0;
			end
		end
	end
end
endmodule
module uart_top(
input clk,rst_n,tx_start,
	input[7:0]tx_data,
	output tx_busy,rx_done,
	output[7:0]rx_data);
wire tx_rx_data;
wire baud_tick;
baud_gen #(.clk_freq(50000000),.baud_rate(9600)) baud_gen_top (.clk(clk),.rst_n(rst_n),.baud_tick(baud_tick));
uart_tx #(.width(10)) tx_top(.clk(clk),.rst_n(rst_n),.baud_tick(baud_tick),.tx_start(tx_start),.tx_data(tx_data),.tx_data_out(tx_rx_data),.tx_busy(tx_busy));
uart_rx rx_top(.clk(clk),.rst_n(rst_n),.baud_tick(baud_tick),.rx_data_in(tx_rx_data),.rx_data(rx_data),.rx_done(rx_done));
endmodule
```

==> results_dict.tcl <==
# place-and-route summary
set metrics [dict create \
    num_vias 1465 \
    cts_resized 0 \
    clock-sinks 56 \
    clockBufferDepth 2 \
    grt_overflow 0 \
    avgViaCountPerCell 4.651 \
    layout.area.comb_um2 817.0 \
    drcViolationCount 0 \
    setup_viol 0 \
    antenna_found_initial 0 \
    cts_buffers 5 \
    postPlaceCellArea_um2 2665 \
    drtAntennaViolNets 0 \
    worstMarginPinSlew_ps 551.2 \
    rsz0062_at_grt "no" \
    die_width_um 90.64 \
    slowest_stage "dfrtp_1" \
    hold_viol 0 \
    yosys-stat-area_um2 2357 \
    syn_area_um2 2357 \
    htreeDepth 2 \
    ys_cells 192 \
    report.final.slew_viol_count 0 \
    grt_max_degree 41 \
    die_height_um 90.64 \
    endpoint_kind "flop" \
    path_cells "inv_1, ha_1, nand2_1, nor3_1, o211a_1" \
    ir_drop_uv 327.7 \
    cts_tree "built" \
    nFillCells 711 \
    ctsHoldBuffers 0 \
    track_usage_pct 10.07 \
    cts_setup_buffers 0 \
    fin_skew_ps 6.969 \
    clock_latency_ps 300 \
    drive_above_1_share_pct 11.11 \
    critPathBufInv 1 \
    yosysSeqAreaShare_pct 63.43 \
    avgSynthCellArea_um2 12.28 \
    synth-edff-count 16 \
    cp_top_family "flip-flops" \
    worstPathMaxFanout 8 \
    leakagePower_nw 1.148 \
    place.detailed.hpwl_mm 2.440 \
    areaGrowthSynthToFinish_pct 17.62 \
    design_area_um2 2773 \
    antennaDiodeCount 0 \
    cp.required_ps 2490 \
    slew_headroom_pct 63.26 \
    numSynthFlops 56 \
    place.gp.congestion 0.8618 \
    fp_util_pct 31.82 \
    io_buffers 20 \
    ff_type "dfrtp_1" \
    seq_area_um2 1495 \
    cp_data_arrival_time_ps 1690 \
    worstSetupPathType "reg -> reg" \
    critPathLaunchType "flop" \
    rows 31 \
    grt_pass1_vias 1382 \
    drt_first_pass_iters 4 \
    setup_ws_ps 797.0 \
    synth_cells 192 \
    grt_first_pass_wirelength_mm 6.644 \
    hold_path.class "in -> async" \
    dr.first_iter.drc_count 47 \
    min_period_ps 1703 \
    synth_warnings 4 \
    timing.final.crit_share_pct 68.12 \
    status "complete, no violations" \
    post_drt_wl_per_cell_um 11.26 \
    cts-root-buf "clkbuf_8" \
    max_stage_delay_ps 410 \
    path_clk_slew_ps 90 \
    setup_tns_ps 0 \
    power_mw 1.565 \
    ios 21 \
    die_area_um2 8216 \
    core_um2 7408 \
    drt-total-wl_mm 3.548 \
    ys_types 35 \
    place_ws_ps 782.2 \
    powerDensity_nw_per_um2 564.4 \
    fmax_mhz 587.2 \
    largest_reg_flops 14 \
    async_flop_share_pct 71.43 \
    warnings 28 \
    maxCapViolCount 0 \
]
## worst register-to-register path, cell delays in order, from the launching register on
cell	delay [ps]
dfrtp_1	410
inv_1	100
ha_1	170
nand2_1	50
nor3_1	260
o211a_1	380
## through the flow
step	util [%]	instances	hold slack, ps
global placement	35.97	307	402.8
global route	37.43	315	365.6
finish	37.43	315	334.8
detailed placement	35.97	307	411.0
floorplan	-	192	204.4
CTS	37.43	315	353.3
## cell families after synthesis
logic type | after synthesis | share of synthesized area (%)
xor gates and xnor gates | 11 | 4.087
DFF | 56 | 63.43
and+or+nand+nor | 65 | 15.02
muxes | 12 | 5.149
adders and majority gates | 6 | 3.185
AOI/OAI and AO/OA | 30 | 7.219
buffers and inverters | 12 | 1.911
## path summary, 6_finish.rpt
check	from	end	slack (ps)	cells after the start
worst min-delay path	rst_n	tx_top.bit_count[0]$_DFFE_PN0P_	330	2
worst min register to register	rx_top.data_reg[0]$_DFFE_PP_	rx_top.rx_data[0]$_DFFE_PP_	430	0
worst max register to register	rx_top.bit_count[1]$_DFFE_PN0P_	rx_top.rx_data[1]$_DFFE_PP_	800	5
worst max-delay path	rx_top.bit_count[1]$_DFFE_PN0P_	rx_top.rx_data[1]$_DFFE_PP_	800	5
min in group clk0	rx_top.data_reg[0]$_DFFE_PP_	rx_top.rx_data[0]$_DFFE_PP_	430	0
max in group asynchronous	rst_n	tx_top.piso_tx.serial_data$_DFFE_PN1P_	1800	2
## routing by layer
layer / GRT usage, % / routed length, um
met1: 17.34 / 1870
met2: 14.02 / 1493
met3: 1.880 / 118
met4: 1.478 / 65
met5: 0 / 0
## placed cells by master (no fill, tap or decap), types with 2 or more instances in the layout
cell type        Yosys  final
inv_1                7      7
a21oi_1              7      7
or3_1                2      2
nand2_1             20     20
xor2_1               8      8
nand2b_1             2      2
nor3_1               4      4
nand4b_1             2      2
nand3_1              9      9
ha_1                 6      6
xnor2_1              3      3
mux2i_1             11     11
and3_1               2      2
nor2b_1              3      3
nor4_1               4      4
nand4_1              4      4
clkbuf_8             0      5
nor2_1               7      7
a22o_1               2      2
dfrtp_1             29     29
clkdlybuf4s50_1      0     19
edfxtp_1            16     16
o21ai_0             17     17
dfstp_2             11     11
## synthesized netlist by cell type, drive strengths merged (2+ instances only)
| cell | number | share of area, % |
|---|---|---|
| ha | 6 | 3.2 |
| nand4 | 4 | 1.1 |
| o21ai | 17 | 3.6 |
| edfxtp | 16 | 20 |
| nor2b | 3 | 0.80 |
| xor2 | 8 | 3.0 |
| nand2b | 2 | 0.53 |
| and3 | 2 | 0.53 |
| nor4 | 5 | 2.0 |
| nor2 | 7 | 1.1 |
| a22o | 2 | 0.74 |
| dfrtp | 29 | 31 |
| nand2 | 20 | 3.2 |
| clkbuf | 4 | 0.64 |
| nor3 | 4 | 0.85 |
| nand3 | 9 | 1.9 |
| a21oi | 7 | 1.5 |
| xnor2 | 3 | 1.1 |
| mux2i | 11 | 4.7 |
| dfstp | 11 | 12 |
| or3 | 2 | 0.53 |
| nand4b | 2 | 0.74 |
| inv | 7 | 1.1 |
## cell type report
class	count	area share (%)
Timing Repair Buffer	21	7.310
Multi-Input combinational cell	124	29.47
Clock inverter	2	1.264
Tap cell	99	4.468
Clock buffer	6	2.617
Sequential cell	56	53.93
Inverter	7	0.9477
## where the power goes
part / internal (mW) / leakage, nW / switching (mW) / total, mW
Combinational: 0.0191 / 0.433 / 0.0193 / 0.0384
Sequential: 0.954 / 0.663 / 0.00546 / 0.959
Clock: 0.297 / 0.0513 / 0.271 / 0.567
Total: 1.27 / 1.15 / 0.296 / 1.56
No activity file was given, so power comes from the tool's default toggle rates.
