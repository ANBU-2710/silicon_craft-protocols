[./config.mk]
export PLATFORM = sky130hd
export DESIGN_NAME = apb_slave1
export DESIGN_NICKNAME = apb_slave1
export VERILOG_FILES = /design/flow/design.v
export SDC_FILE = /design/flow/constraint.sdc
export NUM_CORES = 4
export LEC_CHECK = 1
export CORE_UTILIZATION = 40
[./constraint.sdc]
current_design apb_slave1

set clk_period 13.7
set clk_io_pct 0.2

create_clock -name clk0 -period $clk_period [get_ports {PCLK}]

set non_clock_inputs [all_inputs -no_clocks]
set_input_delay [expr $clk_period * $clk_io_pct] -clock clk0 $non_clock_inputs
set_output_delay [expr $clk_period * $clk_io_pct] -clock clk0 [all_outputs]
[./design.v]
module apb_slave1(
  input PCLK,PRESETn,PENABLE,PSEL,PWRITE,
  input [8:0]PADDR,
  input [7:0]PWDATA,
  output [7:0]PRDATA1,
  output reg PREADY1
);
  reg [7:0] reg_addr;
  reg [7:0] mem [0:255];
  assign PRDATA1 = mem[PADDR[7:0]];
  always @(posedge PCLK)begin
    if(!PRESETn)
      PREADY1 <= 0;
    else if(PSEL && PENABLE && !PWRITE)begin
      PREADY1 <= 1;
      reg_addr <= PADDR[7:0];
    end
    else if(PSEL && PENABLE && PWRITE)begin
      PREADY1 <= 1;
      mem[PADDR[7:0]] <= PWDATA;
    end
    else
      PREADY1 <= 0;
  end
endmodule
[./run.sh]
#!/bin/bash
# OpenROAD 26Q1-2900-gdf79404cd8, Yosys 0.63+post, stock flow scripts
make -C /OpenROAD-flow-scripts/flow DESIGN_CONFIG=/design/flow/config.mk WORK_HOME=/design/flow/orfs finish
==> flow_metrics.tcl <==
# yosys + openroad results
set metrics [dict create \
    status "complete, no violations" \
    seq_power_share_pct 54.3 \
    coreArea_um2 193000 \
    globalRouteOverflowTotal 0 \
    cts_made_buffers 201 \
    pin_count 31 \
    grt_start_max_net_pins 124 \
    wirelength_um 182000 \
    design_area_um2 88000 \
    setup_viol 0 \
    vdd_drop_max_mv 0.143 \
    common_cells "edfxtp_1, mux4_2, nor2_1, a22oi_1, clkbuf_1" \
    power_switching_mw 2.62 \
    die_x_um 444 \
    max_slew_margin_pct 36.7 \
    final.min_clock_period_ns 10.10 \
    grt_use_total_pct 20.7 \
    fin_util_pct 45.5 \
    num_vias 36100 \
    ys_chip_area_um2 78200 \
    yosys_register_bits 2049 \
    top_cell "edfxtp_1" \
    ant_nets 0 \
    drv_slew 0 \
    hp-class "input pin to flop" \
    avgSynthCellArea_um2 22.2 \
    power_frac_comb_pct 4.3 \
    switching_share_pct 20.6 \
    place_hpwl_um 104000 \
    io_buffer_count 29 \
    cts_tree "built" \
    postSynth.asyncResetShare_pct 0 \
    drive_gt1_share_pct 24.3 \
    wl_met1_um 61200 \
    yosysWarnings 1 \
    cts_setup_buffers 0 \
    drtIter0Drc 2502 \
    syn_area_um2 78200 \
    rows 161 \
    cp.required_ns 10.96 \
    synth-edff-count 2048 \
    arrival_ns 7.36 \
    ys_types 23 \
    drt_first_pass_iters 6 \
    clockRootBuffer "clkbuf_16" \
    wl_per_cell_um 28.7 \
    clock_power_share_pct 41.5 \
    final_hold_viol_count 0 \
    cp_max_fo 71 \
    flop_cell "edfxtp_1" \
    p_leak_nw 26.3 \
    wl_met2_um 89000 \
    drc_errors 0 \
    tool_warnings 32 \
    grt_pass1_vias 40100 \
    die_h_um 444 \
    largest_area_cell "edfxtp_1" \
    ctsResizeCount 0 \
    rsz0062_at_grt "no" \
    yosys_cells 3519 \
    antenna_found_initial 4 \
    grt_first_pass_wirelength_um 267000 \
    placed_area_um2 81700 \
    tns_ns 0 \
    synth_top_area_share_pct 78.7 \
    clkSinkCount 2049 \
    wl_met3_um 26700 \
    path_class "input pin to primary output" \
    chip_area_um2 197000 \
    area_growth_pct 12.6 \
    hold_buffers 0 \
    whs_ns 2.34 \
    worstMarginPinSlew_ns 0.947 \
    place_congestion 0.836 \
    syn_inst 3519 \
    initCoreUtil_pct 40.4 \
    top_layer_used "met5" \
    drv_cap 0 \
    worst_setup_path_start_kind "input pin" \
    clock_path_buffers 3 \
    yosysSeqAreaShare_pct 78.7 \
    end_kind "primary output" \
    topCellsByArea "edfxtp_1, mux4_2, a22oi_1" \
    finalCritPeriodShare_pct 73.7 \
    fmax_ghz 0.0990 \
    p_per_area_nw_per_um2 144 \
    path_clk_slew_ns 0.06 \
    internal_power_mw 10.1 \
    via_per_inst 5.69 \
    power_mw 12.7 \
    cts_max_level 4 \
]
metal layers:
metal	GRT usage (%)	vias to the layer above
met5	1.29	-
met4	4.92	8
met3	13.7	287
met2	30.7	1882
met1	26.3	18600
li1	-	15300
final cells by class:
type,instances,area (um^2)
clock buffer,243,5250
fill,15800,105000
clock inverter,122,1050
timing repair buffer,140,1270
antenna,10,25.0
sequential,2049,61500
multi-input combinational,1245,15700
tap,2526,3160
kinds of logic after synthesis:
kind of cell	Yosys count	synth area share [%]
flops	2049	78.7
simple gates	317	1.61
compound gates	416	3.64
mux	512	14.8
buf+inv	225	1.29
metrics by stage:
stage | setup slack (ns) | cells
after CTS | 3.57 | 6325
after floorplan | 6.46 | 3519
final | 3.60 | 6335
after detailed placement | 3.58 | 5960
after global placement | 3.58 | 5960
after global routing | 3.31 | 6327
state kept, by name, indices dropped and copies added, names as in the netlist:
| signal | cells |
|---|---|
| PREADY1 | 1 |
| mem | 2048 |
layout by cell type, fill, tap and decap left out, drive strengths merged, types with 6 or more instances in the layout:
cell,netlist,routed
nand4,8,8
clkbuf,147,243
mux4,512,512
buf,78,121
o41ai,32,32
inv,0,6
edfxtp,2048,2048
diode,0,10
clkinv,0,100
nand2,30,30
bufinv,0,15
a22oi,256,256
a21oi,128,128
clkdlybuf4s50,0,19
nor2b,6,6
nor2,259,259
final timing paths:
| path | cells after the start | start | endpoint | slack, ns |
|---|---|---|---|---|
| setup / recovery | 9 | PADDR[0] | PRDATA1[1] | 3.60 |
| hold / removal | 1 | PWDATA[6] | mem[215][6] | 2.34 |
critical path, stage by stage:
cell,delay (ns)
buf_8,0.46
buf_12,0.55
buf_12,0.51
mux4_2,0.61
a22oi_1,0.34
a21oi_1,0.16
o41ai_1,0.87
nand4_1,0.44
clkdlybuf4s50_1,0.52
power groups by stage:
stage | combinational (mW) | clock (mW) | sequential (mW)
after CTS | 0.551 | 5.38 | 6.90
after global routing | 0.583 | 5.62 | 6.89
final | 0.541 | 5.27 | 6.90
No activity file was given, so power comes from the tool's default toggle rates.
